$ cat ./run.sh
#!/bin/bash
# OpenROAD 26Q1-2900-gdf79404cd8, Yosys 0.63+post, stock flow scripts
make -C /OpenROAD-flow-scripts/flow DESIGN_CONFIG=/design/flow/config.mk WORK_HOME=/design/flow/orfs finish
$ cat ./config.mk
export PLATFORM = sky130hd
export DESIGN_NAME = gost34_12_2015_decrypt
export DESIGN_NICKNAME = gost34_12_2015_decrypt
export VERILOG_FILES = /design/flow/design.v
export SDC_FILE = /design/flow/constraint.sdc
export NUM_CORES = 4
export LEC_CHECK = 1
export CORE_AREA = 10 10 396 396
export DIE_AREA = 0 0 406 406
export SYNTH_HDL_FRONTEND = slang
$ cat ./constraint.sdc
current_design gost34_12_2015_decrypt

set clk_period 12.0
set clk_io_pct 0.2

create_clock -name clk0 -period $clk_period [get_ports {aclk}]

set non_clock_inputs [all_inputs -no_clocks]
set_input_delay [expr $clk_period * $clk_io_pct] -clock clk0 $non_clock_inputs
set_output_delay [expr $clk_period * $clk_io_pct] -clock clk0 [all_outputs]
$ cat ./design.v
`timescale 1ns / 1ps
module gost34_12_2015_decrypt(
    input                     aclk,
    input                     areset,
    input                     load_data_top,
    input         [511:0]     sbox_top,
    input         [255:0]     key_top,
    input         [127:0]     in_top,
    output reg    [127:0]     out_top,
    output reg                busy_top
  );
    reg  [127:0] gamma_top;
    reg  [127:0] in_value_top;
    wire [127:0] out_ecb_top;
    wire        load_ecb_top, busy_ecb_top;
    assign load_ecb_top = !areset && load_data_top;
    assign reset_ecb_top = load_ecb_top;
   gost34_12_2015_ecb_encrypt gost34_12_2015_ecb_encrypt_inst (.aclk(aclk), .areset(areset), .load_data(load_data_top), .sbox(sbox_top), .key(key_top), .in(in_top), .out_ecb(out_ecb_top), .busy_ecb(busy_ecb_top));
    always_ff @(posedge aclk) begin
      if (areset && !load_data_top) begin
        gamma_top <= in_top;
        busy_top <= 0;
      end
      if (!areset & load_data_top) begin
        in_value_top <= in_top;
        busy_top <= 1;
      end
      if (!areset && !load_data_top && !busy_ecb_top && busy_top) begin
        gamma_top <= in_value_top;
        out_top   <= out_ecb_top ^ in_value_top;
        busy_top  <= 0;
      end
    end
endmodule
`timescale 1ns / 1ps
module gost34_12_2015_ecb_encrypt(
  input              aclk,
  input              areset,
  input              load_data,
  input      [511:0] sbox,
  input      [255:0] key,
  input      [127:0]  in,
  output reg [127:0]  out_ecb,
  output reg         busy_ecb
);
  reg  [5:0]  round_num;
  reg  [63:0] n1, n2, round_key;
  wire [63:0] out1, out2;
  gost34_12_2015_round     gost34_12_2015_round_inst (.aclk(clk), .sbox(sbox), .n1(n1), .n2(n2), .out1(out1), .out2(out2));
  always_ff @(posedge aclk) begin
    if (load_data) begin
      n1 <= in[127:63];
      n2 <= in[63:0];
      busy_ecb <= 1;
      round_num <= 0;
    end
    if (areset && !load_data) begin
      busy_ecb <= 0;
      round_num <= 32;
    end
    if (!areset && !load_data) begin
      if (round_num < 32)
        round_num <= round_num + 1;
      if (round_num > 0 && round_num < 32) begin
        n1 <= out1;
        n2 <= out2;
      end
      if (round_num == 32) begin
        out_ecb[127:64] <= out2;
        out_ecb[63:0]  <= out1;
        busy_ecb <= 0;
      end
    end
  end
  always_ff @(posedge aclk)
    case (round_num)
      0:  round_key <= key[255:224];
      1:  round_key <= key[223:192];
      2:  round_key <= key[191:160];
      3:  round_key <= key[159:128];
      4:  round_key <= key[127:96];
      5:  round_key <= key[95:64];
      6:  round_key <= key[63:32];
      7:  round_key <= key[31:0];
      8:  round_key <= key[255:224];
      9:  round_key <= key[223:192];
      10: round_key <= key[191:160];
      11: round_key <= key[159:128];
      12: round_key <= key[127:96];
      13: round_key <= key[95:64];
      14: round_key <= key[63:32];
      15: round_key <= key[31:0];
      16: round_key <= key[255:224];
      17: round_key <= key[223:192];
      18: round_key <= key[191:160];
      19: round_key <= key[159:128];
      20: round_key <= key[127:96];
      21: round_key <= key[95:64];
      22: round_key <= key[63:32];
      23: round_key <= key[31:0];
      24: round_key <= key[31:0];
      25: round_key <= key[63:32];
      26: round_key <= key[95:64];
      27: round_key <= key[127:96];
      28: round_key <= key[159:128];
      29: round_key <= key[191:160];
      30: round_key <= key[223:192];
      31: round_key <= key[255:224];
    endcase
endmodule : gost34_12_2015_ecb_encrypt
`timescale 1ns / 1ps
module gost34_12_2015_round(
  input          aclk,
  input  [511:0] sbox,
  input  [31:0]  key,
  input  [31:0]  n1,
  input  [31:0]  n2,
  output [31:0]  out1,
  output [31:0]  out2
);
  wire [31:0] tmp1, tmp2;
  assign tmp1 = n1 + key;
  gost34_12_2015_sbox sbox1(sbox[511:448], tmp1[3:0],   tmp2[3:0]);
  gost34_12_2015_sbox sbox2(sbox[447:384], tmp1[7:4],   tmp2[7:4]);
  gost34_12_2015_sbox  sbox3(sbox[383:320], tmp1[11:8],  tmp2[11:8]);
  gost34_12_2015_sbox  sbox4(sbox[319:256], tmp1[15:12], tmp2[15:12]);
  gost34_12_2015_sbox  sbox5(sbox[255:192], tmp1[19:16], tmp2[19:16]);
  gost34_12_2015_sbox  sbox6(sbox[191:128], tmp1[23:20], tmp2[23:20]);
  gost34_12_2015_sbox  sbox7(sbox[127:64],  tmp1[27:24], tmp2[27:24]);
  gost34_12_2015_sbox  sbox8(sbox[63 :0],   tmp1[31:28], tmp2[31:28]);
  assign out1[10:0]  = tmp2[31:21] ^ n2[10:0];
  assign out1[31:11] = tmp2[20:0]  ^ n2[31:11];
  assign out2 = n1;
endmodule 
`timescale 1ns / 1ps
module gost34_12_2015_sbox(
  input      [127:0] sbox,
  input      [7:0]  in,
  output reg [7:0]  out
);
  always @(in or sbox)
    case (in)
			8'h0: out <= sbox [127:124];
			8'h1: out <= sbox [123:120];
			8'h2: out <= sbox [119:116];
			8'h3: out <= sbox [115:112];
			8'h4: out <= sbox [111:108];
			8'h5: out <= sbox [107:104];
			8'h6: out <= sbox [103:100];
			8'h7: out <= sbox [99:96];
			8'h8: out <= sbox [95:92];
			8'h9: out <= sbox [91:88];
			8'ha: out <= sbox [87:84];
			8'hb: out <= sbox [83:80];
			8'hc: out <= sbox [79:76];
			8'hd: out <= sbox [75:72];
			8'he: out <= sbox [71:68];
			8'hf: out <= sbox [67:64]; 
      8'h10: out <= sbox[63:60];
      8'h11: out <= sbox[59:56];
      8'h12: out <= sbox[55:52];
      8'h13: out <= sbox[51:48];
      8'h14: out <= sbox[47:44];
      8'h15: out <= sbox[43:40];
      8'h16: out <= sbox[39:36];
      8'h17: out <= sbox[35:32];
      8'h18: out <= sbox[31:28];
      8'h19: out <= sbox[27:24];
      8'h1a: out <= sbox[23:20];
      8'h1b: out <= sbox[19:16];
      8'h1c: out <= sbox[15:12];
      8'h1d: out <= sbox[11:8];
      8'h1e: out <= sbox[7:4];
      8'h1f: out <= sbox[3:0];
    endcase
endmodule : gost34_12_2015_sbox
==> summary.txt <==
Main metrics from the flow reports.

The number of antenna violations at the first check in global routing is 22. The gate count after technology mapping came out at 638. The I/O pin count came out at 1028. The detailed router's first-iteration violation count is 235. According to the hold report, the worst path is of the reg -> reg type.

Listed in order, past its start point the critical path passes clkdlybuf4s50_1, inv_1, ha_1, nand2_1, nor2_4, buf_4, buf_4. The worst slew slack as a fraction of its limit is 0.538. The critical path in this run is classified as in -> reg. The gate-level netlist out of Yosys references 29 unique cell types.

The max-slew violation total from the final report is 0. The stat command in Yosys gives a chip area of 13500 sq um. STA classifies the critical path endpoint as a flop. By area the synthesized netlist is led by edfxtp_1 71%, dfxtp_1 11%, mux2_2 5.8%. After layout, the minimum clock period comes to 4.38 ns. The synthesized design spends more area on one cell type than any other, namely edfxtp_1. STA classifies the critical path startpoint as an input port. The root buffer cell chosen for the clock tree is clkbuf_16.

The endpoint required time on the critical path is 12.24 ns. The total tool warning count is 796. The synthesized area divided by synthesized cell count is 21.1 sq um.

The switching component of the power was reported as 701 uW. The worst path arrival time is 4.61 ns. After floorplanning, the die was sized to cover 165000 sq um. By instance count after routing, the leading logic cell type is edfxtp_1.

The final clock skew came out at 0.0492 ns. The largest buffer count on any clock path is 3. Setup repair after global routing left no endpoint under its margin. The leakage power came out at 6.34 nW. Note, the detailed placer reported a final HPWL of 26200 um. Ranking logic cells in the layout by count gives the top entries 320 x edfxtp_1, 258 x clkdlybuf4s50_1, 72 x dfxtp_1. The via-per-instance ratio is 2.24.

The count of endpoints failing setup in the final report came out at 0. Total global-route track usage over all layers is 0.0432. The power report attributes to the sequential group a share of 0.499. The horizontal die size is 406 um. TritonCTS built the clock tree. The maximum number of pins on one net before global-route repair came out at 46. The post-detailed-route count of antenna-violating nets came out at 0.

The fraction of layout instances using a drive strength above 1 is 0.165. The flow ran to the end, and the final reports show no timing, DRC or antenna violations. Static timing analysis puts the maximum clock frequency at 0.229 GHz. The number of max-cap violations is 0. The count of hold-fix buffers inserted at cts is 0.

The standard-cell row count came out at 141. The global-route wire length before repair came out at 50400 um. The actual transition at the worst max-transition pin came out at 0.693 ns.

Looking at the critical path, the single cell with the biggest stage delay is buf_4. The combinational fraction of design power is 0.058. The cell-internal power came out at 2.55 mW.

Adding up every negative setup slack in the final design gives 0 ns. The quantity of I/O buffers inserted on ports is 259. The warning tally printed by Yosys for this design is 32. The total wire length came out at 36600 um. Post-route period utilization is reported as 0.365. The largest stage delay on the critical path is 0.56 ns. According to the floorplan report, the placeable core area is 148000 sq um. After clock tree synthesis, the repair step resized 0 gates. The placer's final routability congestion estimate came out at 0.753.

The cell area after layout is 20000 sq um. The clock latency at the later pin of the worst-skew pair came out at 0.62 ns. The total overflow reported by the global router came out at 0. The net switching fraction of the power is 0.215. The number of global-route vias before repair was 6815. Of the total power, the clock network draws 0.443.

In this run the vertical extent of the chip is 406 um. The total power of the final layout is 3.26 mW. Clock tree synthesis inserted a total of 46 buffers. The mapped netlist covers 13500 sq um. Per the final timing report, the hold violations number 0.

The post-detailed-placement cell area is 18500 sq um. The count of TritonRoute iterations in the first routing pass came out at 4. The post-synthesis to final-layout area growth came out at 49.0%. The cell that appears most often on the critical path is buf_4.

The count of buffers added by post-CTS timing repair for setup is 0. The total cells reported by yosys after synthesis came out at 638. The share of synthesized area in the top cell type comes to 0.714. The fraction of the yosys area taken by sequential cells is 0.821.

The number of clock sinks seen by CTS is 392. For this design the ratio of total power to cell area is 162 nW/um^2. The maximum ir drop on the vdd rail is 112 uV. The H-tree depth came out at 2. The clock-pin slew of the registers on the worst-case setup and hold paths came out at 0.06 ns. The total via count in the routed design is 6516. The DRC violation count after routing is 0.

The maximum fanout count along the critical path came out at 41. The core utilization before placement is 0.0910. TritonRoute output was used to compute an average wire per cell of 12.6 um.

The synthesized flop and latch total is 392.
[path summary, 6_finish.rpt]
path         slack (ns)                                     endpoint  cells after the start                                    startpoint
max reg2reg        9.81  gost34_12_2015_ecb_encrypt_inst.out_ecb[79]                      5  gost34_12_2015_ecb_encrypt_inst.round_num[0]
min reg2reg        0.40                                  out_top[63]                      0                              in_value_top[63]
min                0.40                                  out_top[63]                      0                              in_value_top[63]
max                7.62                                 out_top[106]                      7                                        areset
[stage by stage]
stage	utilization	setup slack, ns	hold WS [ns]	std cells
after floorplan	-	2.81	0.400	638
after global placement	0.125	6.89	0.400	2826
after detailed placement	0.125	6.87	0.405	2826
after CTS	0.136	7.56	0.369	2910
after global routing	0.136	7.45	0.374	2910
final	0.136	7.62	0.397	2911
[Yosys cell counts, drive strengths merged]
| cell type | n |
|---|---|
| o22ai | 1 |
| and3 | 2 |
| inv | 5 |
| nand2b | 1 |
| nor2 | 5 |
| a22o | 3 |
| xnor2 | 1 |
| buf | 10 |
| nand2 | 3 |
| nand3 | 2 |
| or2 | 1 |
| ha | 5 |
| mux2i | 2 |
| nand4 | 1 |
| clkbuf | 4 |
| nor4b | 1 |
| edfxtp | 320 |
| a211o | 1 |
| nor2b | 2 |
| xor2 | 64 |
| nor3 | 2 |
| o22a | 1 |
| dfxtp | 72 |
| mux2 | 129 |
[critical path, delay by kind of cell]
family	cells	cell delay [ns]
fa+ha+maj	1	0.28
simple gates	2	0.22
buf+inv	4	1.64
[sequential cells by signal, indices dropped and copies added (netlist names)]
name,flops
gost34_12_2015_ecb_encrypt_inst.n2,32
out_top,128
gost34_12_2015_ecb_encrypt_inst.round_num,6
gost34_12_2015_ecb_encrypt_inst.n1,32
gost34_12_2015_ecb_encrypt_inst.out_ecb,64
gost34_12_2015_ecb_encrypt_inst.busy_ecb,1
busy_top,1
in_value_top,128
[cells by family after synthesis]
kind of cell	synth area share
buf+inv	0.00911
mux	0.109
compound gates	0.00372
xor+xnor	0.0423
flops	0.821
fa+ha+maj	0.00465
simple gates	0.00930
[routing by layer]
layer | vias up | GRT usage | part of all wire
li1 | 3066 | - | -
met1 | 3068 | 0.0509 | 0.39
met2 | 272 | 0.0590 | 0.39
met3 | 80 | 0.0377 | 0.19
met4 | 30 | 0.00944 | 0.027
met5 | - | 0 | 0.0050
[power by group through the flow]
stage | Sequential [mW] | Combinational [mW] | Clock, mW
after global routing | 1.64 | 0.210 | 1.56
after CTS | 1.63 | 0.197 | 1.51
final | 1.62 | 0.188 | 1.44
[layout make-up]
cell class                      instances  area (sq um)
Clock buffer                           59          1270
Tap cell                             1930          2410
Sequential cell                       392         11100
Antenna cell                            1          2.50
Clock inverter                         25           290
Multi-Input combinational cell        227          2300
Fill cell                           16300        128000
Inverter                                5          18.8
Timing Repair Buffer                  272          2690
Power is estimated from default activity; no workload was simulated.
